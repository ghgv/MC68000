--- flow/run.sh ---
#!/bin/bash
# OpenROAD 26Q1-2900-gdf79404cd8, Yosys 0.63+post, stock flow scripts
make -C /OpenROAD-flow-scripts/flow DESIGN_CONFIG=/design/flow/config.mk WORK_HOME=/design/flow/orfs finish
--- flow/config.mk ---
export PLATFORM = sky130hd
export DESIGN_NAME = MC68008
export DESIGN_NICKNAME = MC68008
export VERILOG_FILES = /design/flow/design.v
export SDC_FILE = /design/flow/constraint.sdc
export NUM_CORES = 4
export LEC_CHECK = 1
export CORE_AREA = 10 10 92 92
export DIE_AREA = 0 0 102 102
--- flow/constraint.sdc ---
current_design MC68008

set clk_period 2.1
set clk_io_pct 0.2

create_clock -name clk0 -period $clk_period [get_ports {clk}]

set non_clock_inputs [all_inputs -no_clocks]
set_input_delay [expr $clk_period * $clk_io_pct] -clock clk0 $non_clock_inputs
set_output_delay [expr $clk_period * $clk_io_pct] -clock clk0 [all_outputs]
--- flow/design.v ---
module MC68008(
    input clk,
    input [19:12] addr,
    inout d0,
    input _as,
    input _ds,
    input rw,
    input _txe,
    input _rdf,
    output _rd,
    output wr,
    output _ceram,
    output _cerom,
    output _oe,
    input button,
    output reg status_led,
    input fc0,
    input fc1,
    output _ipl1,
    output reg _ipl2,
    output _vpa,
    inout _reset,
    inout _halt,
    output _dtack
    );
assign _oe = ~rw;
wire interrupt_ack = fc0 & fc1;
wire ismem = ~_as & ~interrupt_ack;
wire isdevice = (addr[19:15] == 5'b01111);
assign _ceram = ~(ismem && addr[19]);
assign _cerom = ~ismem | addr[19] | isdevice;
assign _rd = ~(ismem && isdevice && rw && (addr[14:13] == 2'b00));
assign wr = (ismem && isdevice && ~rw && ~_ds && (addr[14:13] == 2'b01));
assign is_serial_status = (ismem && isdevice && rw && (addr[14:13] == 2'b10));
assign d0 = is_serial_status ? (addr[12] ? _txe : _rdf) : 1'bZ;
reg [14:0] counter;
always @(posedge clk) begin
	counter <= counter + 1;
end
always @(posedge clk) begin
	_ipl2 <= ~((counter == 0) || (~_ipl2 && ~interrupt_ack));  
end
assign _ipl1 = ~(~_rdf && _ipl2);  
reg buttonReg;
always @(posedge clk) begin
	if (counter == 0)
		buttonReg <= button;
end
assign _reset = buttonReg ? 1'bZ : 0;
assign _halt = buttonReg ? 1'bZ : 0;
always @(posedge clk) begin
	if (ismem && isdevice && ~rw && ~_ds && (addr[14:13] == 3'b11)) begin
		status_led <= d0;
	end
end
assign _dtack = interrupt_ack;  
assign _vpa = ~interrupt_ack;  
endmodule
==> out/metrics.csv <==
stage;metric;value;unit
run_status;status;finished clean;
floorplanning;initial_core_util;12.5;%
grt;grt.overflow.total;0;
detailed_routing;drt-initial-drc-count;15;
finish;comb_area;430;µm²
critical_path;worstPathRequired;1.68;ns
clocking;htreeDepth;1;
final_timing;setup_viol;0;
floorplanning;core-area;0.00646;mm²
floorplanning;fp.dieH;102;µm
min_path;holdCritPathClass;input port to flop;
final_timing;finalHoldViolCount;0;
critical_path;critPathArrivalTime;1.63;ns
logic_synthesis;ys_seq_elements;17;
logic_synthesis;yosys_warnings;5;
grt;grt_first_pass_wirelength;2760;µm
clocking;cts_max_path_buffers;2;
final_timing;fin_crit_sh;97.7;%
final_timing;max_freq;488;MHz
floorplanning;pin_count;30;
logic_synthesis;synth-cells-yosys;83;
final_timing;fin_crit;2.05;ns
logic_synthesis;syn_area;807;µm²
placement;dp_hpwl;1480;µm
finish;sequential_cell_area;350;µm²
logic_synthesis;syn_area_per_cell;9.72;µm²
logic_synthesis;ys_chip_area;807;µm²
floorplanning;die_w;102;µm
placement;dp_slack;-0.399;ns
finish;areaGrowthSynthToFinish;50.4;%
clocking;clk_transition_reported_paths;0.06;ns
floorplanning;chipArea;0.0104;mm²
detailed_routing;dr.pass1.iters;4;
clocking;root_buffer;clkbuf_8;
clocking;numCtsBuffers;3;
finish;nFillCells;705;
final_timing;rsz0062_at_grt;no;
detailed_routing;dr_total_vias;645;
run;maxCapViolCount;0;
critical_path;end_kind;output port;
logic_synthesis;synthCells;83;
detailed_routing;diodes;0;
logic_synthesis;seq_area_frac_synth;43.4;%
placement;io_buffers;25;
placement;gp_congestion;0.753;
pwr;p_leak;0.476;nW
grt;grt_max_degree;11;
critical_path;cp-start-kind;input port;
clocking;cts_tree;yes;
detailed_routing;via_per_inst;3.41;
detailed_routing;drc;0;
clocking;clk_latency;0.25;ns
finish;drive_gt1_share;10.7;%
finish;fin_util;18.8;%
clocking;clock_sinks;17;
grt;grt_pass1_vias;602;
floorplanning;rows;29;
detailed_routing;routed_wirelength;1770;µm
critical_path;critical_path_class;input port to output port;
final_timing;worst_slack;0.0488;ns
critical_path;cp_max_fo;2;
grt;antenna_found_initial;0;
critical_path;regToRegSetupSlack;0.86;ns
final_timing;fin_skew;0.00303;ns
logic_synthesis;ys_types;28;
run;tool_warnings;27;
detailed_routing;wl_per_cell;9.37;µm
pwr;p_per_area;509;mW/mm²
pwr;ir_drop;0.225;mV
final_timing;maxSlewViolCount;0;
detailed_routing;antenna_left;0;
grt;track_usage;3.28;%
[synthesized netlist by cell type]
master,instances,share of area [%]
dfxtp_1,16,40
xnor2_1,10,11
nand2_1,6,2.8
nand4_1,6,4.7
nand3_1,5,3.1
and4_1,4,4.3
inv_1,4,1.9
nor2_1,4,1.9
buf_4,3,2.8
xor2_1,3,3.3
and2_1,2,1.6
ha_1,2,3.1
nor3_1,2,1.2
nor4_2,2,3.1
a21o_1,1,0.93
a31oi_1,1,0.78
and4b_1,1,1.2
clkbuf_1,1,0.46
conb_1,1,0.46
edfxtp_1,1,3.7
mux2_1,1,1.4
nand2b_1,1,0.78
nand3b_1,1,0.93
nand4_2,1,1.6
nor4_1,1,0.78
nor4b_1,1,1.1
or3_1,1,0.78
or4_1,1,0.93
[cell families after synthesis]
logic type | after synthesis | synth area share (%)
adders and majority gates | 2 | 3.10
and+or+nand+nor | 39 | 30.7
other | 1 | 0.465
xor gates and xnor gates | 13 | 14.1
AOI/OAI and AO/OA | 2 | 1.71
muxes | 1 | 1.40
buffers and inverters | 8 | 5.12
DFF | 17 | 43.4
[critical path: stages]
cell and delay (ns):
clkdlybuf4s50_1 0.46, buf_4 0.16, or3_1 0.35, dlygate4sd2_1 0.25
[flip-flops by register name, summed over array words and instances, names as in the netlist]
signal / count
counter: 15
status_led: 1
_ipl2: 1
[per-layer routing]
layer / track usage, % / up-vias / part of all wire [%]
met1: 4.13 / 272 / 46
met2: 5.04 / 20 / 42
met3: 1.84 / 2 / 11
met4: 0.217 / 0 / 0.68
li1: - / 351 / -
met5: 0 / - / 0
[report_power, final]
group | internal [mW] | switching, mW | leakage (nW)
logic | 0.0400 | 0.0162 | 0.313
registers | 0.326 | 0.00000362 | 0.138
clock network | 0.131 | 0.104 | 0.0255
[layout by cell type, fill, tap and decap left out, types with 2 or more instances in the layout]
master            n
ha_1              2
dlymetal6s2s_1    4
clkdlybuf4s50_1  18
and2_1            2
buf_4             3
dfxtp_1          16
and4_1            4
nand2_1           5
dlygate4sd2_1     2
conb_1            2
xnor2_1          10
nor2_1            4
nand3_1           5
nand4_1           6
inv_1             4
xor2_1            3
clkbuf_8          3
nor3_1            2
[path summary, 6_finish.rpt]
path	startpoint	to	cells after the start
worst max-delay path	addr[19]	_cerom	4
worst min-delay path	d0	status_led	0
worst max register to register	counter[9]	_ipl2	3
worst min register to register	counter[0]	counter[0]	1
[per-stage QoR]
stage	power (mW)	area [µm²]	TNS, ns	hold WS (ns)	instances
after floorplan	0.344	811	0	0.401	84
after global placement	0.389	1150	-0.781	0.410	184
after detailed placement	0.389	1150	-0.773	0.418	184
after CTS	0.626	1190	0	0.280	189
after global routing	0.647	1210	0	0.275	189
final	0.617	1210	0	0.284	189
[what timing repair did]
item	in CTS	in global routing
setup buffers	1	0
setup endpoints to repair	3	1
hold endpoints to repair	0	0
pin swaps	5	3
gates resized	5	6
hold buffers	0	0
[cell type report]
cell class	instances	area share, %
flip-flops and latches	17	28.9
clock inverters	1	0.412
repair buffers	28	22.7
clock buffers	3	3.40
well taps	77	7.94
multi-input cells	59	35.5
inverters	4	1.24
No activity file was given, so power comes from the tool's default toggle rates.
