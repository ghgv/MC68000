==> ./design.v <==
module test(
    input clk,
    input [19:12] addr,
    inout d0,
	 inout [6:0] da,
    input _as,
    input _ds,
    input rw,
    input _txe,
    input _rdf,
    output _rd,
    output wr,
    output _ceram,
    output _cerom,
    output _oe,
    input button,
    output reg status_led,
    input fc0,
    input fc1,
    output _ipl1,
    output  _ipl2,
    output _vpa,
    inout _reset,
    inout _halt,
    output _dtack
    );
wire isdevice = (addr[19:15] == 5'b01111);
reg [14:0] counter;
reg [14:0] counter2;
always @(posedge clk) begin
	counter <= counter + 1;
end
always @(posedge clk ) begin
	if(counter==0)
		counter2 <= counter2 + 1;
end
reg buttonReg;
always @(posedge clk) begin
	if (counter2 == 0)
	 begin
		buttonReg <= button;
	end;
end
assign _reset = buttonReg ? 1'bZ : 0;
assign _halt = buttonReg ? 1'bZ : 0;
always @(posedge clk) 
begin
	if ( counter2>1000 && !buttonReg) 
		status_led <= 1'b0;
	else
	 status_led<=1'b1;
end
assign is_serial_status = (isdevice && rw && (addr[14:13] == 2'b10));
assign d0 = is_serial_status ? (addr[12] ? _txe : _rdf) : 1'bZ;
assign _ceram = 1'b1;
assign _oe = ~rw;
wire interrupt_ack = fc0 & fc1;
wire ismem = ~_as & ~interrupt_ack;
assign _cerom = ~ismem | addr[19] | isdevice;
assign _dtack = interrupt_ack;  
assign _vpa = ~interrupt_ack;  
assign _ipl1 =1;
assign _ipl2 =1;
assign da[6:0] = 7'bZZZZZZZ;
endmodule
==> ./config.mk <==
export PLATFORM = sky130hd
export DESIGN_NAME = test
export DESIGN_NICKNAME = test
export VERILOG_FILES = /design/flow/design.v
export SDC_FILE = /design/flow/constraint.sdc
export NUM_CORES = 4
export LEC_CHECK = 1
export CORE_UTILIZATION = 30
==> ./run.sh <==
#!/bin/bash
# OpenROAD 26Q1-2900-gdf79404cd8, Yosys 0.63+post, stock flow scripts
make -C /OpenROAD-flow-scripts/flow DESIGN_CONFIG=/design/flow/config.mk WORK_HOME=/design/flow/orfs finish
==> ./constraint.sdc <==
current_design test

set clk_period 3.8
set clk_io_pct 0.2

create_clock -name clk0 -period $clk_period [get_ports {clk}]

set non_clock_inputs [all_inputs -no_clocks]
set_input_delay [expr $clk_period * $clk_io_pct] -clock clk0 $non_clock_inputs
set_output_delay [expr $clk_period * $clk_io_pct] -clock clk0 [all_outputs]
==> flow_metrics.env <==
# implementation run metrics
export IMPL_route_antenna_remaining_nets=0
export IMPL_floorplan_rows=26
export IMPL_required_time_at_the_endpoint_of_the_critical_path_ns=3.04
export IMPL_ys_seq_frac=0.506
export IMPL_ys_async_sr_fraction=0
export IMPL_drt_pass1_iter_count=4
export IMPL_post_cts_repair_setup_buffers=0
export IMPL_tritoncts="yes"
export IMPL_port_buffers=18
export IMPL_grt_antenna_before_repair=0
export IMPL_power_density_mw_per_mm2=363
export IMPL_chip_area_mm2=0.00557
export IMPL_numCtsBuffers=5
export IMPL_synth_edff_count=16
export IMPL_finalClockPeriodUsage=0.686
export IMPL_root_buffer="sky130_fd_sc_hd__clkbuf_8"
export IMPL_synth_yosys_chip_area_mm2=0.00158
export IMPL_clk_pin_slew_ns=0.07
export IMPL_yosysTopAreaCell="sky130_fd_sc_hd__edfxtp_1"
export IMPL_top_area_frac=0.304
export IMPL_yosysWarnings=8
export IMPL_finalClockSkew_ns=0.00888
export IMPL_count_of_hold_buffers_inserted_by_post_cts_repair=0
export IMPL_route_detailed_drc=0
export IMPL_number_of_logged_tool_warnings=30
export IMPL_first_iter_violations=58
export IMPL_rsz_0062_raised_after_global_routing="no"
export IMPL_ys_cells=149
export IMPL_path_cells="clkdlybuf4s50_1 > nand4_1 > nand3_1 > clkdlybuf4s50_1"
export IMPL_slowest_stage="sky130_fd_sc_hd__clkdlybuf4s50_1"
export IMPL_floorplan_die_width_um=74.6
export IMPL_area_taken_by_flip_flops_and_latches_um2=801
export IMPL_signed_area_change_from_the_synthesized_netlist_to_the_final_layout_pct=20.8
export IMPL_clock_tree_htree_level_count=2
export IMPL_final_fill_count=506
export IMPL_place_detailed_hpwl_um=1700
export IMPL_routed_wl_um=2350
export IMPL_fmaxAchievable_mhz=384
export IMPL_final_layout_size_suffix_gt1_frac=0.0862
export IMPL_drt_vias_per_instance=4.13
export IMPL_clock_path_buffers=2
export IMPL_postSynth_topFlopCell="sky130_fd_sc_hd__edfxtp_1"
export IMPL_dieHeight_um=74.6
export IMPL_replace_congestion=0.762
export IMPL_multi_input_comb_area_um2=701
export IMPL_grt_overflow=0
export IMPL_synth_top_cells_by_count="16 x sky130_fd_sc_hd__dfxtp_1, 16 x sky130_fd_sc_hd__edfxtp_1, 15 x sky130_fd_sc_hd__xnor2_1, 14 x sky130_fd_sc_hd__buf_4, 13 x sky130_fd_sc_hd__nand3_1"
export IMPL_design_power_total_mw=0.694
export IMPL_fin_cells=244
export IMPL_placedCellCount=236
export IMPL_setup_worst_path_class="in2out"
export IMPL_vdd_ir_drop_max_mv=0.188
export IMPL_timing_final_crit_period_ns=2.61
export IMPL_status="completed"
export IMPL_path_max_fanout=1
export IMPL_cell_area_after_synthesis_mm2=0.00158
export IMPL_final_hold_viol_count=0
export IMPL_cts_num_sinks=32
export IMPL_setup_ws_ns=1.19
export IMPL_critical_path_sink_type="primary output"
export IMPL_insertedDiodeCount=0
export IMPL_synth_ff_latch_count=32
export IMPL_largest_net_degree_at_the_start_of_global_routing=16
export IMPL_core_area_mm2=0.00511
export IMPL_worstHoldPathType="reg2reg"
export IMPL_finalHoldWorstSlack_ns=0.451
export IMPL_grt_pass1_vias=866
export IMPL_finalCoreUtilization=0.374
export IMPL_crit_path_start_kind="input port"
export IMPL_syn_area_per_cell_um2=10.6
export IMPL_number_of_library_cell_types_mapped_by_synthesis=26
export IMPL_fp_density=0.310
export IMPL_clock_latency_ns=0.28
export IMPL_power_static_leakage_nw=0.758
export IMPL_dr_wl_cell_um=9.64
export IMPL_worst_ep_arrival_time_ns=1.85
export IMPL_cap_viol_max_count=0
export IMPL_fin_tns_setup_ns=0
export IMPL_postCtsResizedCells=0
export IMPL_synth_top_cells_by_area="sky130_fd_sc_hd__edfxtp_1 30%, sky130_fd_sc_hd__dfxtp_1 20%, sky130_fd_sc_hd__xnor2_1 8.3%"
export IMPL_critical_path_max_stage_delay_ns=0.46
export IMPL_routed_via_count=1007
export IMPL_post_place_ws_ns=1.19
export IMPL_setup_violations_final=0
export IMPL_dpl_cell_area_mm2=0.00180
export IMPL_postLayoutCellArea_mm2=0.00191
export IMPL_global_route_wire_length_before_repair_um=3860
export IMPL_netlist_instances=149
export IMPL_top_level_ports=37
export IMPL_cp_dominant_cell_by_count="sky130_fd_sc_hd__clkdlybuf4s50_1"
export IMPL_globalRouteTotalUtil=0.0917
export IMPL_drv_slew=0
==> metal layers <==
layer / vias up / wire (um) / global-route usage / share of wire
met1: 446 / 1210 / 0.138 / 0.52
li1: 536 / - / - / -
met5: - / 0 / 0 / 0
met2: 18 / 986 / 0.134 / 0.42
met3: 7 / 94 / 0.0261 / 0.040
met4: 0 / 57 / 0.0210 / 0.024
==> cell type report <==
| type | count | share of cell area |
|---|---|---|
| clock buffer | 6 | 0.0380 |
| clock inverter | 2 | 0.0183 |
| inverter | 7 | 0.0138 |
| multi-input combinational | 108 | 0.367 |
| sequential | 32 | 0.419 |
| tap | 70 | 0.0458 |
| timing repair buffer | 19 | 0.0982 |
==> final timing paths <==
check          startpoint         end  slack [ns]  depth (start not counted)
max reg2reg  counter2[10]   buttonReg        2.17                          4
max              addr[17]      _cerom        1.19                          4
min reg2reg     buttonReg  status_led        0.45                          1
min             buttonReg  status_led        0.45                          1
==> critical path, delay by kind of cell <==
family                 cells  cell delay (ns)
AND/OR/NAND/NOR            2             0.17
buffers and inverters      2             0.91
==> report_power, final <==
part	total, mW	switching [mW]	internal (mW)
combinational	0.0194	0.00314	0.0163
clock	0.316	0.122	0.194
sequential	0.359	0	0.359
total	0.694	0.125	0.570
==> cell usage in the layout, fill, tap and decap left out, types with 2 or more instances in the layout <==
| cell | synthesis | routed |
|---|---|---|
| sky130_fd_sc_hd__inv_1 | 7 | 7 |
| sky130_fd_sc_hd__nor4_2 | 1 | 2 |
| sky130_fd_sc_hd__and3_1 | 2 | 2 |
| sky130_fd_sc_hd__clkbuf_8 | 0 | 5 |
| sky130_fd_sc_hd__nor2_1 | 10 | 10 |
| sky130_fd_sc_hd__xor2_1 | 11 | 11 |
| sky130_fd_sc_hd__dfxtp_1 | 16 | 16 |
| sky130_fd_sc_hd__ha_1 | 4 | 4 |
| sky130_fd_sc_hd__nand2b_1 | 2 | 2 |
| sky130_fd_sc_hd__nand3_1 | 13 | 13 |
| sky130_fd_sc_hd__nor3_1 | 4 | 4 |
| sky130_fd_sc_hd__nand4_1 | 7 | 7 |
| sky130_fd_sc_hd__or4_1 | 2 | 2 |
| sky130_fd_sc_hd__edfxtp_1 | 16 | 16 |
| sky130_fd_sc_hd__nor4_1 | 3 | 2 |
| sky130_fd_sc_hd__conb_1 | 2 | 14 |
| sky130_fd_sc_hd__clkdlybuf4s50_1 | 0 | 18 |
| sky130_fd_sc_hd__xnor2_1 | 15 | 15 |
| sky130_fd_sc_hd__nand2_1 | 12 | 12 |
==> logic make-up after synthesis <==
| logic type | synth area share |
|---|---|
| buf+inv | 0.0831 |
| compound gates | 0.00632 |
| other cells | 0.00475 |
| flops | 0.506 |
| xor+xnor | 0.144 |
| mux | 0.00712 |
| fa+ha+maj | 0.0316 |
| simple gates | 0.217 |
==> flip-flops by register name, summed over array words and instances, names as in the netlist <==
| signal | count |
|---|---|
| buttonReg | 1 |
| counter | 15 |
| counter2 | 15 |
| status_led | 1 |
